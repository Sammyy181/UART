==> design.v <==
module top_module_rx(
    input clk,
    input enable,
    input reset,
    input RxD,
    output [7:0] data
    );
    reg shift;
    reg state, nextstate;
    reg [3:0] bit_counter;
    reg [1:0] sample_counter;
    reg [13:0] baudrate_counter;
    reg [9:0] rxshift_reg;
    reg clear_bitcounter, inc_bitcounter, inc_samplecounter, clear_samplecounter;
    parameter clk_freq = 100_000_000;
    parameter baud_rate = 9_600;
    parameter div_sample = 4;
    parameter div_counter = clk_freq / (baud_rate * div_sample);
    parameter mid_sample = (div_sample / 2);
    parameter div_bit = 10;
    assign data = rxshift_reg [8:1];
    always @(posedge clk) begin
        if(reset) begin
            state <= 0;
            bit_counter <= 0;
            baudrate_counter <= 0;
            sample_counter <= 0;
            rxshift_reg <= 0;
        end else if(enable) begin
            baudrate_counter <= baudrate_counter + 1;
            if (baudrate_counter >= div_counter - 1) begin
                baudrate_counter <= 0;
                state <= nextstate;
                if(shift) rxshift_reg <= {RxD,rxshift_reg[9:1]};
                if(clear_samplecounter) sample_counter <= 0;
                if(inc_samplecounter) sample_counter <= sample_counter + 1;
                if(clear_bitcounter) bit_counter <= 0;
                if(inc_bitcounter) bit_counter <= bit_counter + 1;
            end
        end
    end
    always @(posedge clk) begin
        shift <= 0;
        clear_samplecounter <= 0;
        inc_samplecounter <= 0;
        clear_bitcounter <= 0;
        inc_bitcounter <= 0;
        nextstate <= 0;
        case (state) 
            0 : begin
                if (RxD) nextstate <= 0;
                else begin 
                    nextstate <= 1;
                    clear_samplecounter <= 1;
                    clear_bitcounter <= 1;
                end
            end
            1 : begin
                nextstate <= 1;
                if (sample_counter == mid_sample - 1) shift <= 1;
                if (sample_counter == div_sample - 1) begin
                    if(bit_counter == div_bit - 1) nextstate <= 0;
                    inc_bitcounter <= 1;
                    clear_samplecounter <= 1;
                end else inc_samplecounter <= 1;
            end
            default : nextstate <= 0;
        endcase
   end
endmodule
module BaudTickGen(input clk, enable, output tick);
    parameter ClkFrequency = 100000000;
    parameter Baud = 9600;
    parameter Oversampling = 1;
    function integer log2(input integer v);
    begin log2=0;
    while (v >> log2) log2=log2+1;
    end
    endfunction
    localparam AccWidth = log2(ClkFrequency/Baud)+8;
    reg [AccWidth:0] Acc = 0;
    localparam ShiftLimiter = log2(Baud*Oversampling >> (31-AccWidth));
    localparam Inc = ((Baud*Oversampling << (AccWidth-ShiftLimiter)) + (ClkFrequency>>(ShiftLimiter+1)))/(ClkFrequency>>ShiftLimiter) ;
    always @(posedge clk) begin
         if(enable) Acc <= Acc[AccWidth-1:0] + Inc[AccWidth:0]; 
         else Acc <= Inc[AccWidth:0];
     end
    assign tick = Acc[AccWidth];
endmodule
module start_tx(
    input switch,
    input clk,
    input reset,
    output reg transmit
    );
    reg[30:0] counter;
    always @(posedge clk) begin
        if(reset) begin
            counter <= 0;
            transmit <= 0;
        end
        else if(switch) begin
            if(counter < 100000) begin
                transmit <= 1;
                counter <= counter + 1;
            end
            else 
                transmit <= 0;             
       end 
    end
endmodule
module top_module_tx(
    input clk,
    input TxD_start,
    input [7:0] data,
    input reset,
    output TxD,
    output TxD_done
    );
    wire transmit_start; 
    start_tx ST (.clk(clk),.switch(TxD_start),.transmit(transmit_start),.reset(reset));
    transmitter T1(.clk(clk),.TxD_start(transmit_start),.TxD_data(data),.TxD(TxD),.TxD_done(TxD_done),.reset(reset));
endmodule
module transmitter(
    input clk,
    input TxD_start,
    input [7:0] TxD_data,
    output TxD,
    input reset,
    output reg TxD_done
    );
parameter ClkFrequency = 100000000;  
parameter Baud = 9600;
wire TxD_busy;
wire BitTick;
BaudTickGen #(ClkFrequency, Baud) tickgen(.clk(clk), .enable(TxD_busy), .tick(BitTick));
reg [3:0] TxD_state = 0;
assign TxD_ready = (TxD_state==0);
assign TxD_busy = ~TxD_ready;
reg [7:0] TxD_shift = 0;
always @(posedge clk)
begin
if (reset) TxD_done <= 0;
if(TxD_ready & TxD_start)
begin TxD_shift <= TxD_data; end
else
if(TxD_state[3] & BitTick)  
begin TxD_shift <= (TxD_shift >> 1); end  
case(TxD_state)  
4'b0000 : if(TxD_start)
begin
TxD_state <= 4'b0100;
TxD_done<=0;
end
4'b0100: if(BitTick) TxD_state <= 4'b1000;  
4'b1000: if(BitTick) TxD_state <= 4'b1001;  
4'b1001: if(BitTick) TxD_state <= 4'b1010;  
4'b1010: if(BitTick) TxD_state <= 4'b1011;  
4'b1011: if(BitTick) TxD_state <= 4'b1100;  
4'b1100: if(BitTick) TxD_state <= 4'b1101;  
4'b1101: if(BitTick) TxD_state <= 4'b1110;  
4'b1110: if(BitTick) TxD_state <= 4'b1111;  
4'b1111: if(BitTick) TxD_state <= 4'b0010;  
4'b0010: if(BitTick) TxD_state <= 4'b0011;  
4'b0011: if(BitTick)  
begin
TxD_state <= 4'b0000;
TxD_done<=1;
end
default: if(BitTick) TxD_state <= 4'b0000;
endcase
end
assign TxD = (TxD_state<4) | (TxD_state[3] & TxD_shift[0]);  
endmodule
module top_module_tx_rx(
    input clk,
    input RxD,
    input Rx_enable,
    input Rx_reset,
    input Tx_start,
    input Tx_reset,
    output TxD,
    output done,
    output [7:0] data
    );
    top_module_rx tR(.clk(clk),.enable(Rx_enable),.reset(Rx_reset),.RxD(RxD),.data(data));
    top_module_tx tT(.clk(clk),.TxD_start(Tx_start),.data(data),.reset(Tx_reset),.TxD(TxD),.TxD_done(done));
endmodule
==> run.sh <==
#!/bin/bash
# OpenROAD 26Q1-2900-gdf79404cd8, Yosys 0.63+post, stock flow scripts
make -C /OpenROAD-flow-scripts/flow DESIGN_CONFIG=/design/flow/config.mk WORK_HOME=/design/flow/orfs finish
==> config.mk <==
export PLATFORM = sky130hd
export DESIGN_NAME = top_module_tx_rx
export DESIGN_NICKNAME = top_module_tx_rx
export VERILOG_FILES = /design/flow/design.v
export SDC_FILE = /design/flow/constraint.sdc
export NUM_CORES = 4
export LEC_CHECK = 1
export CORE_UTILIZATION = 50
==> constraint.sdc <==
current_design top_module_tx_rx

set clk_period 5.9
set clk_io_pct 0.2

create_clock -name clk0 -period $clk_period [get_ports {clk}]

set non_clock_inputs [all_inputs -no_clocks]
set_input_delay [expr $clk_period * $clk_io_pct] -clock clk0 $non_clock_inputs
set_output_delay [expr $clk_period * $clk_io_pct] -clock clk0 [all_outputs]
==> GITHUB_STEP_SUMMARY <==
## PnR job results

| Metric | Value |
|---|---|
| Max-cap violations | `0` |
| Minimum clock period | `2.88 ns` |
| CTS Buf Count | `9` |
| Ys flops | `104` |
| Pin count of the biggest net entering global routing | `36` |
| Max FFs per register | `31` |
| Clock transition at path regs | `0.09 ns` |
| Via count | `3,269` |
| # diodes | `0` |
| Static leakage | `1.83 nW` |
| Clock skew after layout | `0.0133 ns` |
| First-pass GRT wire length | `13.5 mm` |
| Internal power | `1.05 mW` |
| DP Worst Slack | `2.89 ns` |
| Chip width | `97.5 um` |
| Post-route DRC | `0` |
| Number of buffers inserted by hold repair at cts | `0` |
| Biggest register | `tT.ST.counter` |
| Std-Cell Core Area | `0.00876 sq mm` |
| Core Util, Final | `0.562` |
| Detailed Routing Iterations Pass 1 | `4` |
| Min Hold Slack | `0.441 ns` |
| YS warnings | `5` |
| Unrepaired setup endpoints after global routing | `no` |
| DR vias/cell | `5.48` |
| Post-CTS Setup Repair Bufs | `0` |
| Port bufs | `15` |
| Slew @ Worst Pin | `0.626 ns` |
| Chip area | `0.00950 sq mm` |
| Post-place instance area | `0.00472 sq mm` |
| Top_reg_cell synth | `dfxtp_1` |
| Max Slew Vio Count | `0` |
| Design area | `0.00492 sq mm` |
| GPL Wtd Cong | `0.812` |
| Status | `complete, no violations` |
| H-tree Lvls | `3` |
| Drt wl/cell | `12.6 um` |
| CTS Sinks | `104` |
| HPWL after detailed placement | `4.88 mm` |
| Seq. cell area | `0.00220 sq mm` |
| Synth Seq Share | `0.483` |
| Top Layout Cells | `dfxtp_1, nor2_1, nand2_1` |
| Hold WC Path Type | `reg2reg` |
| Yosys cell types | `54` |
| Critical path launch point type | `flip-flop` |
| Row cnt | `34` |
| Most instantiated logic cell after routing | `dfxtp_1` |
| Tcrit/Tclk final | `0.488` |
| Max Root-Sink Buffers | `2` |
| Setup violations, final | `0` |
| Post-route setup slack | `3.02 ns` |
| Skew-Pair Late Insertion Delay | `0.36 ns` |
| Antenna violations before repair | `0` |
| OpenROAD warnings | `27` |
| Rel. slew slack | `0.580` |
| Crit. End Element | `output pin` |
| Power Total | `1.44 mW` |
| Psw | `0.388 mW` |
| Maximum VDD drop | `0.000236 V` |
| Yosys cell count | `483` |
| Sw Ratio | `0.270` |
| P&R area growth vs syn | `7.96%` |
| Initial drt markers | `68` |
| Ys async rst share | `0` |
| Seq pwr share | `0.576` |
| Vias in the first global route | `3,013` |
| Crit Path Category | `reg2out` |
| Syn avg cell area | `9.44 sq um` |
| Fill cells | `789` |
| Clk network pwr share | `0.310` |
| Post-CTS resize count | `0` |
| Mapped cell area | `0.00456 sq mm` |
| GRT overflow | `0` |
| Syn Inst Count | `483` |
| PD cells | `292 mW/mm^2` |
| Remaining antenna violation count | `0` |
| CP Data Arrival Time | `1.70 ns` |
| IO Count | `16` |
| Maximum net fanout on the critical path | `12` |
| Die height | `97.5 um` |
| TritonCTS clock tree | `built` |
| Post-Layout Cell Count | `596` |
| Tot GR Track Use | `0.175` |
| Clock root buffer master | `clkbuf_8` |
| Post-Place Cells | `580` |
| Gate Area | `0.00215 sq mm` |
| FP Core Util | `0.520` |
| WL final | `7.52 mm` |
| EDFF count, synth | `12` |
| Largest registers | `tT.ST.counter: 31 flops, tT.T1.tickgen.Acc: 23 flops, tR.baudrate_counter: 14 flops` |
| Setup total negative slack | `0 ns` |
| Critical Path RT | `4.72 ns` |
| Max Freq | `347 MHz` |
| Ratio of cells with drive above 1 in the final layout | `0.0840` |
| Yosys stat chip area | `0.00456 sq mm` |
| Gate power share | `0.114` |
| Final hold vios | `0` |
## final cells by class
type | count | area share
Clock inverter | 7 | 0.0160
Timing Repair Buffer | 19 | 0.0366
Inverter | 14 | 0.0107
Multi-Input combinational cell | 335 | 0.437
Sequential cell | 104 | 0.447
Tap cell | 108 | 0.0275
Clock buffer | 9 | 0.0252
## cells by family (layout without fill, tap and decap cells)
family                   Yosys count  count (layout)  synth area share
AND-OR/OR-AND                     75              75             0.116
AND/OR/NAND/NOR                  204             204             0.233
adder cells (fa/ha/maj)            7               7            0.0192
buffers and inverters             44              49            0.0469
flip-flops                       104             104             0.483
multiplexers                      20              20            0.0461
XOR/XNOR                          29              29            0.0557
## metal layers
metal	routed length (um)	up-vias	share of wire	track usage
li1	-	1708	-	-
met1	3910	1526	0.52	0.284
met2	3310	30	0.44	0.264
met3	209	5	0.028	0.0329
met4	79	0	0.011	0.0192
met5	0	-	0	0
## final timing paths
path	end	slack (ns)	from	depth (start not counted)
setup / recovery	TxD	3.02	tT.T1.TxD_state[3]	3
hold reg to reg	tT.T1.tickgen.Acc[0]	0.44	tT.T1.tickgen.Acc[0]	1
hold / removal	tT.T1.tickgen.Acc[0]	0.44	tT.T1.tickgen.Acc[0]	1
setup reg to reg	tT.T1.TxD_shift[0]	3.83	tT.T1.TxD_state[1]	4
## power groups by stage
stage | clock, mW | combinational, mW | sequential [mW]
6_report | 0.445 | 0.164 | 0.828
5_1_grt | 0.490 | 0.189 | 0.838
4_1_cts | 0.466 | 0.167 | 0.829
## cell usage after synthesis, types with 3 or more instances
| library cell | count | share of area |
|---|---|---|
| o211a_1 | 4 | 0.0088 |
| clkbuf_1 | 12 | 0.0099 |
| edfxtp_1 | 12 | 0.079 |
| or4_1 | 10 | 0.016 |
| and3_1 | 3 | 0.0041 |
| a21oi_1 | 18 | 0.020 |
| a21o_1 | 4 | 0.0066 |
| o21ba_2 | 4 | 0.0088 |
| buf_4 | 11 | 0.018 |
| ha_1 | 7 | 0.019 |
| nand4_1 | 14 | 0.019 |
| o21ai_0 | 13 | 0.014 |
| mux2_2 | 8 | 0.020 |
| or3_1 | 5 | 0.0069 |
| nor2_1 | 56 | 0.046 |
| a211o_1 | 3 | 0.0058 |
| xnor2_1 | 10 | 0.019 |
| nand3_1 | 11 | 0.012 |
| nor2b_1 | 19 | 0.026 |
| and2_1 | 4 | 0.0055 |
| o31a_1 | 3 | 0.0058 |
| nor3_1 | 9 | 0.0099 |
| inv_1 | 14 | 0.012 |
| o31ai_1 | 12 | 0.020 |
| buf_2 | 5 | 0.0055 |
| and4_1 | 4 | 0.0077 |
| xor2_1 | 19 | 0.037 |
| mux2i_1 | 12 | 0.026 |
| dfxtp_1 | 92 | 0.40 |
| nand2_1 | 38 | 0.031 |
| nor4_1 | 15 | 0.021 |
## worst max-delay path: stages, from the launching register on
cell             delay, ns
edfxtp_1              0.56
nor2_1                0.23
a21o_1                0.11
clkdlybuf4s50_1       0.46
Power is estimated from default activity; no workload was simulated.
